## design/flow/design.v

```verilog
module sign_extend(in, out);
  input [15:0] in;
  output [31:0] out;
  assign out = {{16{in[15]}}, in};
endmodule
module shl_2(in, out);
  input [31:0] in;
  output [31:0] out;
  assign out = {in[29:0], 2'b00};
endmodule
module adder(a, b, out);
  input [31:0] a, b;
  output [31:0] out;
  assign out = a + b;
endmodule
module mux2_32(d0, d1, a, out);
  input [31:0] d0, d1;
  input a;
  output [31:0] out;
  assign out = a ? d1 : d0;
endmodule
module mux2_5(d0, d1, a, out);
  input [4:0] d0, d1;
  input a;
  output [4:0] out;
  assign out = a ? d1 : d0;
endmodule
module control_unit(op, funct, memToReg, memWrite, branch, aluControl, aluSrc, regDst, regWrite, jType, jal, jr);
  input [5:0] funct, op;
  output reg memToReg, memWrite, branch, regDst, regWrite, aluSrc, jType, jal, jr;
  output reg [2:0] aluControl;
  always @(*) begin
    case (op)
      6'b100011:
        begin
          regWrite <= 1;
          regDst <= 0;
          aluSrc <= 1;
          branch <= 0;
          memWrite <= 0;
          memToReg <= 1;
          aluControl <= 0;
          jType <= 0;
          jal <= 0;
          jr <= 0;
        end
      6'b101011:
        begin
          regWrite <= 0;
          regDst <= 1'bx;
          aluSrc <= 1;
          branch <= 0;
          memWrite <= 1;
          memToReg <= 1'bx;
          aluControl <= 0;
          jType <= 0;
          jal <= 0;
          jr <= 0;
        end
      6'b000100:
        begin
          regWrite <= 0;
          regDst <= 1'bx;
          aluSrc <= 0;
          branch <= 1;
          memWrite <= 0;
          memToReg <= 1'bx;
          aluControl <= 1;
          jType <= 0;
          jal <= 0;
          jr <= 0;
        end
      6'b001000:
        begin
          regWrite <= 1;
          regDst <= 0;
          aluSrc <= 1;
          branch <= 0;
          memWrite <= 0;
          memToReg <= 0;
          aluControl <= 0;
          jType <= 0;
          jal <= 0;
          jr <= 0;
        end
      6'b001100:
        begin
          regWrite <= 1;
          regDst <= 0;
          aluSrc <= 1;
          branch <= 0;
          memWrite <= 0;
          memToReg <= 0;
          aluControl <= 2;
          jType <= 0;
          jal <= 0;
          jr <= 0;
        end
      6'b000101:
        begin
          regWrite <= 0;
          regDst <= 1'bx;
          aluSrc <= 0;
          branch <= 1;
          memWrite <= 0;
          memToReg <= 1'bx;
          aluControl <= 1;
          jType <= 0;
          jal <= 0;
          jr <= 0;
        end
      6'b000010:
        begin
          regWrite <= 0;
          regDst <= 1'bx;
          aluSrc <= 0;
          branch <= 0;
          memWrite <= 0;
          memToReg <= 1'bx;
          aluControl <= 0;
          jType <= 1;
          jal <= 0;
          jr <= 0;
        end
      6'b000011:
        begin
          regWrite <= 1;
          regDst <= 0;
          aluSrc <= 0;
          branch <= 0;
          memWrite <= 0;
          memToReg <= 0;
          aluControl <= 0;
          jType <= 1;
          jal <= 1;
          jr <= 0;
        end
      6'b000000:
        begin
          regWrite <= 1;
          regDst <= 1;
          aluSrc <= 0;
          branch <= 0;
          memWrite <= 0;
          memToReg <= 0;
          jType <= 0;
          jal <= 0;
          jr <= 0;
          case (funct)
            6'b100000:
              aluControl <= 3'b000;
            6'b100010:
              aluControl <= 3'b001;
            6'b100100:
              aluControl <= 3'b010;
            6'b100101:
              aluControl <= 3'b011;
            6'b101010:
              aluControl <= 3'b100;
            6'b001000:
              begin
                regWrite <= 0;
                jType <= 1;
                jr <= 1;
                aluControl <= 0;
              end
          endcase
        end
    endcase
  end
endmodule
module alu(srcA, srcB, aluControl, zero, aluResult);
  input [31:0] srcA, srcB;
  input [2:0] aluControl;
  output reg zero;
  output reg [31:0] aluResult;
  always @(*) begin
    case (aluControl)
      3'b000:
        begin
          aluResult <= srcA + srcB;
        end
      3'b001:
        begin
          aluResult <= srcA - srcB;
        end
      3'b010:
        begin
          aluResult <= srcA & srcB;
        end
      3'b011:
        begin
          aluResult <= srcA | srcB;
        end
      3'b100:
        begin
          if (srcA < srcB)
            aluResult <= 1;
          else
            aluResult <= 0;
        end
    endcase
  end
  always @(aluResult) begin
    if (aluResult == 0 & aluControl == 1) begin
      zero <= 1;
    end
    else begin
      zero <= 0; 
    end
  end
endmodule
module mips_cpu(clk, pc, pc_new, instruction_memory_a, instruction_memory_rd, data_memory_a, data_memory_rd, data_memory_we, data_memory_wd,
                register_a1, register_a2, register_a3, register_we3, register_wd3, register_rd1, register_rd2);
  input clk;
  inout [31:0] pc;
  output [31:0] pc_new;
  output data_memory_we;
  output [31:0] instruction_memory_a, data_memory_a, data_memory_wd;
  inout [31:0] instruction_memory_rd, data_memory_rd;
  output register_we3;
  output [4:0] register_a1, register_a2, register_a3;
  output [31:0] register_wd3;
  inout [31:0] register_rd1, register_rd2;
  wire memToReg, branch, regDst, aluSrc, branchNotEqual, jType, jal, jr;
  wire [2:0] aluControl;
  control_unit control(instruction_memory_rd[31:26], instruction_memory_rd[5:0], memToReg, data_memory_we, branch, aluControl, aluSrc, regDst, register_we3, jType, jal, jr);
  wire [31:0] signImm;
  sign_extend sign_extend(instruction_memory_rd[15:0], signImm);
  assign register_a1 = instruction_memory_rd[25:21];
  assign register_a2 = instruction_memory_rd[20:16];
  wire [4:0] tmpA3;
  mux2_5 muxToTmp(instruction_memory_rd[20:16], instruction_memory_rd[15:11], regDst, tmpA3);
  mux2_5 muxToReg(tmpA3, 5'b11111, jal, register_a3);
  wire [31:0] srcB;
  mux2_32 muxToAlu(register_rd2, signImm, aluSrc, srcB);
  wire zero;
  wire [31:0] aluResult;
  alu alu(register_rd1, srcB, aluControl, zero, aluResult);
  wire pcSrc;
  wire [31:0] tmpPcAddr;
  assign branchNotEqual = branch & instruction_memory_rd[26];
  assign pcSrc = (branch & zero & (~branchNotEqual)) | (branch & branchNotEqual & (~zero));
  assign data_memory_wd = register_rd2;
  assign data_memory_a = aluResult;
  assign tmpPcAddr[31:28] = pcPlus4[31:28];
  assign tmpPcAddr[27:2] = instruction_memory_rd[25:0];
  assign tmpPcAddr[1:0] = 2'b00;
  wire [31:0] tmpWd3;
  mux2_32 mux2_32(aluResult, data_memory_rd, memToReg, tmpWd3);
  wire [31:0] tmpConst;
  shl_2 shl_2(signImm, tmpConst);
  wire [31:0] pcPlus4;
  adder adderToPc(pc, 4, pcPlus4);
  mux2_32 muxToWd3(tmpWd3, pcPlus4, jal, register_wd3);
  wire [31:0] pcBranch;
  adder adder(tmpConst, pcPlus4, pcBranch);
  wire [31:0] tmpPc, tmpPc1;
  mux2_32 muxToPc(pcPlus4, pcBranch, pcSrc, tmpPc);
  mux2_32 muxToPc1(tmpPc, tmpPcAddr, jType, tmpPc1);
  mux2_32 muxToPcNew(tmpPc1, register_rd1, jr, pc_new);
  assign instruction_memory_a = pc;
endmodule
```

## design/flow/run.sh

```bash
#!/bin/bash
# OpenROAD 26Q1-2900-gdf79404cd8, Yosys 0.63+post, stock flow scripts
make -C /OpenROAD-flow-scripts/flow DESIGN_CONFIG=/design/flow/config.mk WORK_HOME=/design/flow/orfs finish
```

## design/flow/config.mk

```make
export PLATFORM = sky130hd
export DESIGN_NAME = mips_cpu
export DESIGN_NICKNAME = mips_cpu
export VERILOG_FILES = /design/flow/design.v
export SDC_FILE = /design/flow/constraint.sdc
export NUM_CORES = 4
export LEC_CHECK = 1
export CORE_AREA = 10 10 207 207
export DIE_AREA = 0 0 217 217
```

## design/flow/constraint.sdc

```tcl
current_design mips_cpu

set clk_period 14.6
set clk_io_pct 0.2

create_clock -name clk0 -period $clk_period

set non_clock_inputs [all_inputs -no_clocks]
set_input_delay [expr $clk_period * $clk_io_pct] -clock clk0 $non_clock_inputs
set_output_delay [expr $clk_period * $clk_io_pct] -clock clk0 [all_outputs]
```

==> changes_impl.md <==
## Implementation

- Main area contributors after synthesis: ha_1 17%, a21oi_1 7.1%, dlxtn_1 6.5%, mux2i_1 6.5%, o21ai_0 5.6%
- IO Pins: 338
- Number of unconstrained endpoints: 238
- Number of register pins that no clock reaches: 44
- Terminating stage of the flow: 5_1_grt
- Most area-hungry cell type in the Yosys netlist: ha_1
- Cell area after technology mapping: 0.0101 mm^2
- Post-DP HPWL: 39,900 um
- Share of synthesized registers carrying an async set or reset: 0%
- CTS resizes: 0
- # hold bufs at CTS: 0
- Most instantiated cells after synthesis: 144 x a21oi_1, 136 x nor2_1, 135 x ha_1, 128 x nand2_1, 114 x o21ai_0
- Largest net degree at the start of global routing: 70
- Area after DPL: 0.0118 mm^2
- Standard-cell row count: 72
- Weighted congestion at the end of routability-driven global placement: 0.974
- Fraction of synthesized cell area taken by the top area cell type: 16.7%
- Post-placement worst setup slack: 4.54 ns
- Buffers inserted by post-CTS timing repair: 0
- Number of register bits inferred by synthesis: 44
- Yosys warns: 2
- Synthesized chip area reported by yosys: 0.0101 mm^2
- Library cell with the highest instance count after synthesis: a21oi_1
- Number of placed cells counting well taps: 2,056
- Status: stopped before the end
- Overall die height: 217 um
- Number of cell instances after yosys synthesis: 1,497
- Unique masters post-synth: 79
- Fp util: 26.3%
- Predominant post-synthesis flop cell: dlxtn_1
- Total of buffers placed on input and output ports: 177
- Post-synthesis cell count: 1,497
- Number of flops mapped to enable cells by yosys: 0
- Error Message: [ERROR RSZ-0074] Failed to build tree from global routes for pin 'register_rd2[9]' and net 'register_rd2[9]' at grid (100050, 3450): found route to 3 pins, expected 2
- Floorplan die width: 217 um
- Synthesized area per cell: 6.77 um^2
==> cell families after synthesis <==
group	after synthesis	synth area share, %
and+or+nand+nor	439	20.4
adders and majority gates	138	17.2
AOI/OAI and AO/OA	497	32.4
muxes	66	6.51
latches	44	6.51
buffers and inverters	261	12.5
xor gates and xnor gates	52	4.49
