**/design/flow/design.v**
```verilog
module register_file(clk, we3, a1, a2, a3, wd3, rd1, rd2);
  input clk, we3;
  input [4:0] a1, a2, a3;
  input [31:0] wd3;
  output [31:0] rd1, rd2;
  reg [31:0] mem[0:31];
  integer i;
  initial begin
    for (i = 0; i < 32; i = i + 1) begin
      mem[i] = 0;
   	end
  end
  assign rd1 = mem[a1];
  assign rd2 = mem[a2];
  always @ (posedge clk) begin
    if (we3) mem[a3] = wd3;
  end
endmodule
```
**/design/flow/run.sh**
```bash
#!/bin/bash
# OpenROAD 26Q1-2900-gdf79404cd8, Yosys 0.63+post, stock flow scripts
make -C /OpenROAD-flow-scripts/flow DESIGN_CONFIG=/design/flow/config.mk WORK_HOME=/design/flow/orfs finish
```
**/design/flow/config.mk**
```make
export PLATFORM = sky130hd
export DESIGN_NAME = register_file
export DESIGN_NICKNAME = register_file
export VERILOG_FILES = /design/flow/design.v
export SDC_FILE = /design/flow/constraint.sdc
export NUM_CORES = 4
export LEC_CHECK = 1
export CORE_UTILIZATION = 30
```
**/design/flow/constraint.sdc**
```tcl
current_design register_file

set clk_period 5.1
set clk_io_pct 0.2

create_clock -name clk0 -period $clk_period [get_ports {clk}]

set non_clock_inputs [all_inputs -no_clocks]
set_input_delay [expr $clk_period * $clk_io_pct] -clock clk0 $non_clock_inputs
set_output_delay [expr $clk_period * $clk_io_pct] -clock clk0 [all_outputs]
```
==> results_slide.txt <==
Implementation Results

Detailed routing
  • Routed Antenna Nets: 0
  • Wirelength per Cell: between 20 and 30 µm
  • DRT Wirelength: about 160 mm
  • Max Used Layer: met5
  • First-pass DRT Iterations: 5
  • Metal2 WL: 71.5 mm
  • Antenna cells: 0
  • Vias post-DR: about 31000
  • Initial DRC count: 2060
  • M1 WL: 56.4 mm
  • Routed length on met3: roughly 21 mm
  • DR vias/cell: between 5 and 6
  • Post-detailed-route DRC marker count: 0

Critical path
  • CP max-delay cell: clkdlybuf4s50_1
  • Largest stage delay, worst path: between 0.6 and 0.7 ns
  • Top cell by count, worst path: clkdlybuf4s50_1
  • CP cell instances: clkdlybuf4s50_1 -> nor2b_4 -> buf_4 -> a22o_1 -> nor3_1 -> a31oi_1 -> nand3_1 -> clkdlybuf4s50_1
  • Critical path data arrival time: between 3 and 4 ns
  • Kind of end point of the critical path: primary output
  • Crit path required time: 4.08 ns
  • Setup crit start kind: primary input
  • WS Path Type: in -> out
  • Crit-path max FO: 17

Final layout
  • Max FFs per register: 1024
  • Layout cells sized above 1: 10.9%
  • Most frequent cells in the layout: 1024 x mux2i_1, 1024 x edfxtp_1, 194 x nand3_1
  • Final Util: 35.5%
  • Finished Cell Area: 57200 µm²
  • Post-route insts no fill: 5776
  • Area grow syn2layout: 17.2%
  • Filler cell count: 15000

Global routing
  • Gr usage total: 19.8%
  • Vias in the first global route: 32400
  • Initial antenna violation count: 8
  • First-pass GRT wire length: about 220 mm
  • Residual overflow from global routing: 0
  • Pin count of the biggest net entering global routing: slightly above 70

Power
  • Seq pwr share: between 40% and 50%
  • Clock share of power: between 40% and 50%
  • Combinational power share: 9.6%
  • Worst vdd ir: 290 µV
  • Leakage: ~21 nW
  • Tot Pwr: approximately 19 mW
  • Int Pwr: 14.6 mW
  • Psw: between 4 and 5 mW
  • Pwr Density: 332 nW/µm²
  • Sw Share: 23.4%

Logic synthesis
  • Number of enable flip-flop cells: 1024
  • Cells after synthesis: 3386
  • Distinct lib cells: 23
  • Main synth FF type: edfxtp_1
  • # Cells Yosys: between 3000 and 4000
  • Synthesis Warnings: 1
  • Area leader, netlist: edfxtp_1
  • Synth flops: 1024
  • Biggest area cells: edfxtp_1 63%, mux2i_1 21%, a22oi_1 3.0%
  • Mapped Area: about 49000 µm²
  • Mux frac, synth: 21.0%
  • Xor and xnor area share after synthesis: 0%
  • Synth Area in Simple Gates: 4.71%
  • Asr flop ratio synth: 0%
  • Main logic family: multiplexers
  • Complex Gates by Area: 8.04%
  • Post-synthesis adder-cell area fraction: 0%
  • Syn Area/Cell: ~14 µm²
  • Yosys synthesis chip area: 48800 µm²
  • Seq share, synth: 63.0%
  • Area share, top type: 63.0%

Die
  • Core Footprint: 161000 µm²
  • Fp util: 30.3%
  • Chip Width: 405 µm
  • Boundary Pins: 113
  • Die area: approximately 160000 µm²
  • Row count: between 100 and 150
  • Die height: 405 µm

Final timing
  • Setup TNS: 0 ns
  • Setup ws final: 0.158 ns
  • Slew Limit Headroom: between 30 and 40%
  • Max-slew violations: 0
  • RSZ-0062 raised after global routing: false
  • Fmax: 0.202 GHz
  • Worst hold slack: 1.14 ns
  • Worst-Margin Slew: 0.961 ns
  • Post-route minimum period: ~5 ns
  • Final hold vios: 0
  • Setup violations, final: 0
  • Period Utilization, post-route: 96.9%

Run
  • Max-cap violations: 0
  • Total tool warning count: 26

Placed design
  • Number of port buffers: 112
  • Post-Place Worst Slack: 0.220 ns
  • Routability Congestion: about 0.88
  • Placed instance area: 53700 µm²
  • Dpl hpwl: 90.3 mm
  • Post-Place Cells: 5591

Clock tree
  • Cts hold-fix bufs: 0
  • CTS Root Cell: clkbuf_16
  • Reg clk slew, reported paths: around 0.070 ns
  • CTS Buf Count: 103
  • CTS tree: done
  • Clk buf depth: 3
  • CTS Sinks: 1024
  • Gates resized, CTS repair: 0
  • Postcts setup bufs: 0
  • H-tree levels: 3

Hold path
  • Worst min path class: in -> reg

Status
  • Status: completed
path summary, 6_finish.rpt:
check	end	start	cells after the start	slack [ns]
max	rd1[1]	a1[2]	8	0.16
min	mem[16][10]	wd3[10]	2	1.14
area by class of cell:
class	count	area, µm²	area share [%]
Clock buffer	116	2630	4.59
Multi-Input combinational cell	2109	16800	29.3
Clock inverter	69	826	1.44
Timing Repair Buffer	298	3500	6.13
Sequential cell	1024	30700	53.8
Tap cell	2160	2700	4.73
cell usage after synthesis (5+ instances only):
cell,n
mux2i_1,1024
nor3_1,64
buf_2,70
nand3b_1,5
buf_6,45
nor2_1,35
nand3_1,194
a22oi_1,192
edfxtp_1,1024
a22o_1,128
a21oi_1,192
buf_4,47
clkbuf_1,86
a31oi_1,64
nand2_1,195
routing by layer:
layer | up-vias | global-route usage, %
met1 | 15400 | 23.9
met3 | 343 | 11.5
li1 | 13700 | -
met2 | 1732 | 30.2
met4 | 18 | 6.19
met5 | - | 0.862
power by group through the flow:
stage | clock [mW] | combinational (mW) | sequential, mW
after CTS | 7.91 | 1.81 | 9.40
after global routing | 8.21 | 1.93 | 9.41
final | 7.78 | 1.82 | 9.40
worst max-delay path, delay by kind of cell:
kind | cells | cell delay, ns
buffers and inverters | 3 | 1.53
AND/OR/NAND/NOR | 3 | 0.81
AND-OR/OR-AND | 2 | 0.54
logic make-up after synthesis:
| family | Yosys count |
|---|---|
| muxes | 1024 |
| DFF | 1024 |
| AOI/OAI and AO/OA | 576 |
| and+or+nand+nor | 509 |
| buffers and inverters | 253 |
Power figures rest on the tool's default switching activity, not on a simulated workload.
